## flow/run.sh

```bash
#!/bin/bash
# OpenROAD 26Q1-2900-gdf79404cd8, Yosys 0.63+post, stock flow scripts
make -C /OpenROAD-flow-scripts/flow DESIGN_CONFIG=/design/flow/config.mk WORK_HOME=/design/flow/orfs finish
```

## flow/config.mk

```make
export PLATFORM = sky130hd
export DESIGN_NAME = rgb2gray
export DESIGN_NICKNAME = rgb2gray
export VERILOG_FILES = /design/flow/design.v
export SDC_FILE = /design/flow/constraint.sdc
export NUM_CORES = 4
export LEC_CHECK = 1
export CORE_UTILIZATION = 40
```

## flow/constraint.sdc

```tcl
current_design rgb2gray

set clk_period 36.2
set clk_io_pct 0.2

create_clock -name clk0 -period $clk_period

set non_clock_inputs [all_inputs -no_clocks]
set_input_delay [expr $clk_period * $clk_io_pct] -clock clk0 $non_clock_inputs
set_output_delay [expr $clk_period * $clk_io_pct] -clock clk0 [all_outputs]
```

## flow/design.v

```verilog
module rgb2gray(
    input [7:0] R,G,B,
    output reg [7:0] O
);
reg [31:0] temp;
always @(R,G,B) begin
    temp = (R*13'd2989 + G*13'd5870 + B*13'd1140)/(14'd10000);
    O = temp;
end
endmodule
```

==> deck_impl_summary.md <==
Flow Results at a Glance

Placement
  – Buffers on Ports: 32
  – Detailed Place HPWL: 18.87 mm
  – Final GP Congestion: just under 0.9
  – DP Cell Count: between 1000 and 1500

Global routing
  – Initial antenna violation count: 0
  – Largest net degree at the start of global routing: 14
  – Total gr overflow: 0
  – Global-route wire length before repair: 35.89 mm
  – Number of global-route vias before repair: 7536
  – Total Routing Usage GR: 18.52%

Clocking
  – # hold bufs at CTS: 0
  – CTS resizes: 0
  – Post-CTS setup buffers: 0

Worst setup path
  – Largest stage delay on the critical path: 0.75 ns
  – Most used cell, CP: inv_1
  – Crit Path Class: primary input to primary output
  – CP Max Fanout: 13
  – CP max stage cell: a211oi_1
  – Crit. End Element: primary output
  – CP required: 28.96 ns
  – Startpoint types: primary input
  – Worst EP arrival: 23.58 ns

Cells and area
  – Fillcell total: approximately 2300
  – Seq_cells: 0
  – Non-filler instance count after layout: 1459
  – Layout cell share with drive strength beyond 1: under 10%
  – P&R area growth vs syn: 6.168%
  – Comb gate area: 8467 um2
  – Reg area: 0 um2
  – Clock buffers: 0

Logic synthesis
  – Post-Syn Instances: 1138
  – # Cells Yosys: between 1000 and 1500
  – Synth cell types: 112
  – Mapped cell area: 9392 um2
  – Post-synth seq share: 0%
  – Yosys stat area: ~9400 um2
  – Post-Synthesis Mean Instance Area: about 8.3 um2
  – Yosys warning tally: 1

Drt
  – Residual DRC: 0
  – Vias/cell: 5.437
  – Antenna cells: 0
  – Detailed-route via count: between 7000 and 8000
  – DRT Pass-1 Iters: 5
  – Final wirelength: ~21 mm
  – Avg WL per Cell: 14.40 um
  – Drt first-iter violations: a little under 300
  – ANT nets after route: 0

Die
  – CORE AREA: 22850 um2
  – FP Util: 41.11%
  – I/O pins: 32
  – Die height: 155.2 um
  – Chip area: 24090 um2
  – Chip width: 155.2 um
  – Std cell rows: 55

Worst hold path
  – Hold/Removal Path Class: primary input to primary output
  – Hold path cells: 13

STA
  – Number of hold violations in the final report: 0
  – Final period util: 85.13%
  – Fmax: ~32 MHz
  – Fin. max-slew vios: 0
  – Final setup viols: 0
  – Max_slew headroom: 43.22%
  – RSZ-0062 raised after global routing: no
  – Tmin final: about 30 ns
  – Total negative slack: 0 ns
  – Worst slew pin tran: between 0.8 and 0.9 ns

Run
  – # Max-Cap Violations: 0
  – OpenROAD warnings: 38

Outcome
  – Outcome: finished, final reports clean
==> worst max-delay path, delay by kind of cell <==
kind | cells | cell delay, ns
AOI/OAI and AO/OA | 21 | 5.88
and+or+nand+nor | 9 | 2.47
muxes | 1 | 0.22
buffers and inverters | 10 | 1.52
xor gates and xnor gates | 3 | 0.95
adders and majority gates | 12 | 5.25
==> metal layers <==
layer	vias to the layer above	track usage, %	wire length, um
li1	4038	-	-
met1	3756	28.13	10280
met2	130	29.99	9671
met3	9	2.610	949
met4	0	1.027	112
met5	-	0	0
==> worst paths after layout <==
path | slack [ns] | from | endpoint
setup / recovery | 5.38 | B[2] | O[0]
hold / removal | 16.89 | R[2] | O[0]
==> cells by family after synthesis <==
logic type      after synthesis  synth area share [%]
compound gates              309                 24.37
buf+inv                     234                 9.845
mux                          15                 1.878
simple gates                261                 15.57
fa+ha+maj                   250                 41.82
xor+xnor                     69                 6.515
==> cell usage in the layout (no fill, tap or decap), types with 10 or more instances in the layout <==
cell type and count:
inv_1 207, ha_1 141, fa_1 107, a21oi_1 64, xnor2_1 49, nor2_1 49, nand2_1 38, o21ai_0 37
clkdlybuf4s50_1 32, nor3_1 28, nand3_1 22, xor2_1 19, o21bai_1 18, o211ai_1 17, and2_1 17, and3_1 15
a31oi_1 15, a21o_1 13, or2_2 13, or3_1 13, nand2b_1 11, a211oi_1 10
==> Yosys cell counts, drive strengths merged, types with 6 or more instances <==
master / count / share of area (%)
inv: 209 / 8.4
ha: 141 / 19
fa: 107 / 23
a21oi: 69 / 4.0
nor2: 50 / 2.0
xnor2: 50 / 4.7
o21ai: 48 / 2.7
nand2: 39 / 1.6
nor3: 30 / 1.7
nand3: 23 / 1.3
o211ai: 19 / 1.6
o21bai: 19 / 1.6
xor2: 19 / 1.8
buf: 18 / 1.2
and2: 17 / 1.1
a211oi: 16 / 1.8
a31oi: 15 / 1.0
and3: 15 / 1.0
or3: 15 / 1.1
or2: 14 / 0.93
a21o: 13 / 1.0
nand2b: 11 / 0.73
nor4: 11 / 0.96
o22ai: 9 / 0.60
o31ai: 9 / 0.83
mux2: 8 / 1.0
clkbuf: 7 / 0.29
mux2i: 7 / 0.88
o21a: 7 / 0.57
o221ai: 7 / 0.65
a211o: 6 / 0.56
a21boi: 6 / 0.52
a2bb2oi: 6 / 0.75
nand4: 6 / 0.40
nor2b: 6 / 0.40
o2111ai: 6 / 0.56
o211a: 6 / 0.64
==> area by class of cell <==
| type | instances | area share [%] |
|---|---|---|
| multi-input cells | 904 | 84.92 |
| inverters | 209 | 7.868 |
| well taps | 313 | 3.928 |
| repair buffers | 33 | 3.288 |
==> stage by stage <==
| step | cell area (um2) | setup WS [ns] | util, % | hold WS, ns |
|---|---|---|---|---|
| after floorplan | 9392 | 8.043 | - | 15.58 |
| after global placement | 9971 | 5.727 | 43.64 | 16.90 |
| after detailed placement | 9971 | 5.440 | 43.64 | 16.90 |
| after CTS | 9971 | 5.430 | 43.64 | 16.92 |
| after global routing | 9971 | 4.116 | 43.64 | 17.17 |
| final | 9971 | 5.381 | 43.64 | 16.89 |
