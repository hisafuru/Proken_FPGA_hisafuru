==> design/flow/design.v <==
module s4(
    input signed [15:0] GB,BR,RG,
    output reg signed [15:0] P0,P1,P2
);
always @(GB,BR,RG) begin
    P0 <= GB * 60;
    P1 <= BR * 60;
    P2 <= RG * 60;
end
endmodule
==> design/flow/run.sh <==
#!/bin/bash
# OpenROAD 26Q1-2900-gdf79404cd8, Yosys 0.63+post, stock flow scripts
make -C /OpenROAD-flow-scripts/flow DESIGN_CONFIG=/design/flow/config.mk WORK_HOME=/design/flow/orfs finish
==> design/flow/config.mk <==
export PLATFORM = sky130hd
export DESIGN_NAME = s4
export DESIGN_NICKNAME = s4
export VERILOG_FILES = /design/flow/design.v
export SDC_FILE = /design/flow/constraint.sdc
export NUM_CORES = 4
export LEC_CHECK = 1
export CORE_UTILIZATION = 50
==> design/flow/constraint.sdc <==
current_design s4

set clk_period 10.3
set clk_io_pct 0.2

create_clock -name clk0 -period $clk_period

set non_clock_inputs [all_inputs -no_clocks]
set_input_delay [expr $clk_period * $clk_io_pct] -clock clk0 $non_clock_inputs
set_output_delay [expr $clk_period * $clk_io_pct] -clock clk0 [all_outputs]
==> out/metrics.yaml <==
power:
  p_leak_nw: 2.404
  power_density_mw_per_mm2: 171.7
  ir_drop_mv: 0.08259
route:
  vias: 2927
  drc: 0
  drt_iter0_markers: 27
  dr.pass1.iters: 4
  diodes: 0
  viasPerCell: 4.683
  wl_mm: 6.027
  ant_nets: 0
  wl_per_cell_um: 9.643
placed_design:
  pre_cts_ws_ps: 2356
  dp_hpwl_mm: 5.741
  io_buffers: 84
  place_congestion: 0.8603
  dpl.cell_count: 625
setup_path:
  crit_path_end_kind: "primary output"
  critPathLaunchType: "input port"
  cp_max_fo: 7
  crit_arrival_ps: 5860
  crit_type: "in -> out"
  required_ps: 8240
final_timing:
  timing.setup.tns_ps: 0
  setup_viol: 0
  fmax_ghz: 0.1263
  slew_violations: 0
  fin_ws_ps: 2383
  finalCritPeriodShare: 0.7686
  rsz0062_at_grt: "false"
  hold_violations: 0
  period_needed_ps: 7917
  holdWs_ps: 4980
final_layout:
  fillers: 632
  area_growth_pct: 24.14
  logic_area_sq_mm: 0.003248
  ff_count: 0
  finish.utilization: 0.6440
  num-clock-buffers: 0
  seq_area_sq_um: 0
  drive_above_1_share: 0.007605
  finalNonFillerCells: 625
global_route:
  grt_max_degree: 10
  grt_pass1_wl_mm: 10.77
  overflow: 0
  gr-usage-all-layers: 0.1747
  antenna_found_initial: 0
  grt_pass1_vias: 2609
die:
  die-area_sq_mm: 0.007876
  io_pins: 96
  core_sq_mm: 0.007253
  fp_util: 0.5187
  die_w_um: 88.75
  dieHeight_um: 88.75
  rows: 31
status:
  status: "finished, final reports clean"
min_path:
  hold_path.class: "in -> out"
yosys:
  postSynthSeqShare: 0
  yosys-top-cells-area: "fa_1 29%, ha_1 24%, inv_1 12%"
  synth_top_area_share: 0.2873
  yosys_warnings: 1
  yosysTopAreaCell: "fa_1"
  synth.avg_cell_area_sq_um: 8.398
  syn_area_sq_mm: 0.003762
  synthDistinctLibCells: 45
  yosys-stat-cells: 448
  syn_inst: 448
  yosysChipArea_sq_mm: 0.003762
clock_tree:
  cts_hold_buf: 0
  cts_setup_buffers: 0
  cts_resized: 0
run:
  warnings: 42
  cap_violations: 0
[synth_stat cells (2+ instances only)]
library cell    n
ha_1           72
o21a_1          5
nor2b_1         6
and4_1          2
or3_1           4
nand4_1         5
clkbuf_1        2
o2111ai_1       2
buf_4           9
a21o_1          4
and3_1          3
nand2b_1        7
a21boi_0        2
nor4_1          2
nand3_1         5
xnor2_1        30
nand2_1        20
a21oi_1        22
o311ai_0        2
o211ai_1        2
a211o_1         2
a2111oi_0       2
fa_1           54
o21ai_0         9
a31oi_1         2
nor3_1          6
nor2_1         11
inv_1         122
xor2_1         17
a221o_1         2
[kinds of logic (layout without fill, tap and decap cells)]
kind of cell	Yosys count	count (layout)	share of synthesized area
AND/OR/NAND/NOR	74	74	0.1011
XOR/XNOR	47	47	0.1094
AND-OR/OR-AND	67	67	0.1201
buffers and inverters	133	206	0.1417
other	1	6	0.0009967
adder cells (fa/ha/maj)	126	126	0.5268
[power breakdown]
part	switching, mW	total, mW	internal, mW
Combinational	0.331	0.802	0.471
Clock	0	0	0
Sequential	0	0	0
[critical path, stage by stage]
cell and delay, ps:
clkdlybuf4s50_1 620, ha_1 300, fa_1 500, inv_1 50
fa_1 490, inv_1 40, ha_1 360, a21oi_1 250
o21ai_2 80, a21o_1 170, a221o_1 310, xnor2_1 150
clkdlybuf4s50_1 460
[stage by stage]
stage	total power, mW	instance area (sq um)
floorplan	0.4643	3781
CTS	0.8151	4671
global route	0.9214	4671
global placement	0.8046	4671
finish	0.8022	4671
detailed placement	0.8106	4671
[final cells by class]
type                            instances  share of cell area
Inverter                              122             0.09804
Multi-Input combinational cell        320              0.6954
Tap cell                               99             0.02652
Timing Repair Buffer                   84              0.1800
[worst paths after layout]
| kind | startpoint | to | cells after the start |
|---|---|---|---|
| setup / recovery | BR[6] | P1[15] | 13 |
| hold / removal | BR[0] | P1[2] | 2 |
[metal layers]
layer | vias up | wire, um | track usage
met5 | - | 0 | 0
li1 | 1577 | - | -
met4 | 0 | 0 | 0
met1 | 1291 | 3203 | 0.2985
met3 | 0 | 253 | 0.01135
met2 | 59 | 2570 | 0.2741
[layout by cell type, fill, tap and decap left out, types with 2 or more instances in the layout]
cell type,count
a2111oi_0,2
a211o_1,2
a21boi_0,2
a21o_1,4
a21oi_1,22
a221o_1,2
a31oi_1,2
and3_1,3
and4_1,2
clkdlybuf4s50_1,84
conb_1,6
fa_1,54
ha_1,72
inv_1,122
nand2_1,20
nand2b_1,7
nand3_1,5
nand4_1,5
nor2_1,11
nor2b_1,6
nor3_1,6
nor4_1,2
o2111ai_1,2
o211ai_1,2
o21a_1,5
o21ai_0,9
o311ai_0,2
or3_1,4
xnor2_1,30
xor2_1,17
Power and IR drop assume default switching activity.
