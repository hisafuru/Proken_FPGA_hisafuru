==> design/flow/design.v <==
module s3(
    input signed [15:0] GB,BR,RG,
    input signed [9:0] S,
    output reg signed [15:0] GB_s3,BR_s3,RG_s3
);
always @(GB,BR,RG,S) begin
    if (S == 1'd0) begin
        GB_s3 = 16'd0;
        BR_s3 = 16'd0;
        RG_s3 = 16'd0;
    end else begin
        GB_s3 <= (GB << 6'd6) / S;
        BR_s3 <= (BR << 6'd6) / S;
        RG_s3 <= (RG << 6'd6) / S;
    end
end
endmodule
==> design/flow/run.sh <==
#!/bin/bash
# OpenROAD 26Q1-2900-gdf79404cd8, Yosys 0.63+post, stock flow scripts
make -C /OpenROAD-flow-scripts/flow DESIGN_CONFIG=/design/flow/config.mk WORK_HOME=/design/flow/orfs finish
==> design/flow/config.mk <==
export PLATFORM = sky130hd
export DESIGN_NAME = s3
export DESIGN_NICKNAME = s3
export VERILOG_FILES = /design/flow/design.v
export SDC_FILE = /design/flow/constraint.sdc
export NUM_CORES = 4
export LEC_CHECK = 1
export CORE_UTILIZATION = 40
==> design/flow/constraint.sdc <==
current_design s3

set clk_period 109.8
set clk_io_pct 0.2

create_clock -name clk0 -period $clk_period

set non_clock_inputs [all_inputs -no_clocks]
set_input_delay [expr $clk_period * $clk_io_pct] -clock clk0 $non_clock_inputs
set_output_delay [expr $clk_period * $clk_io_pct] -clock clk0 [all_outputs]
==> run summary <==
Physical implementation status

The biggest area contributor in the post-synthesis netlist is sky130_fd_sc_hd__ha_1. Setup repair after global routing left no endpoint under its margin. The number of I/O port buffers stands at 88. STA classifies the critical path startpoint as an input pin. The sequential cell area fraction in the yosys report stands at 0%. The hold buffer count at CTS stands at 0. Yosys attributes the largest share of cell area to sky130_fd_sc_hd__ha_1, sky130_fd_sc_hd__xnor2_1, sky130_fd_sc_hd__a21oi_1, sky130_fd_sc_hd__nor2_1, sky130_fd_sc_hd__o21ai_0. The maximum fanout along the worst path stands at 19. The critical path buffer and inverter count stands at 13. The detailed-route wire length stands at around 71,000 um. In this run the maximum-capacitance check reported violations numbering 0. The number of global-route vias before repair stands at 21,800. The number of placed I/O pins stands at about 110. The maximum operating frequency stands at between 0.01 and 0.015 GHz. After synthesis, the design contains 3,267 cells according to Yosys. The worst path arrival time stands at roughly 59 ns. The overall die height stands at 239 um.

The flow ran to the end, and the final reports show no timing, DRC or antenna violations. For the worst setup path, the data required time is between 80 and 90 ns. According to the floorplan log, the row count is roughly 86. The minimum clock period stands at between 80 and 90 ns. In this run the cell area of the synthesized design comes to around 0.022 mm^2. After floorplanning, the core was sized to cover ~0.055 mm^2. The average wire per cell in the routed design stands at approximately 17 um.

The DRC marker count from the first detailed-route iteration stands at about 1,300. After its last routability iteration, the placer logged a weighted congestion of approximately 0.96. The setup-violating endpoint count in the final report stands at 0. The count of cell types in the netlist stands at 94.

The layout overhead on the synthesized area stands at 9.96%. The setup fix buffers added after clock tree synthesis stands at 0. The routed layout reports a DRC error count of 0. The placed instances occupy a cell area of between 0.02 and 0.025 mm^2. Summed over all routing layers, the global router reports a total usage of between 20% and 30%.

The share of Yosys cell area claimed by the top area cell type stands at ~22%. The clock tree buffer count of the final layout stands at 0. The finished cells cover about 0.025 mm^2.

Entering global routing, the biggest net connects 39 pins. The transition time recorded at the tightest slew-check pin is about 0.94 ns. Per the cell usage report, the commonest logic cells after layout are sky130_fd_sc_hd__ha_1, sky130_fd_sc_hd__nor2_1, sky130_fd_sc_hd__a21oi_1.

The overall overflow remaining after global route stands at 0. The layout report lists the combined flip-flop and latch area as 0 um^2. After layout, the worst setup slack is approximately 30 ns.

The ratio of final minimum period to clock period stands at about three quarters. The remaining max-slew budget at the tightest pin stands at between 30 and 40%. Checking hold timing, the worst path is listed with class in2out. Post-CTS repair ended up resizing 0 cells. The first-pass GRT wire length stands at between 100,000 and 150,000 um. The synthesized netlist has a Yosys-reported chip area of roughly 0.022 mm^2. The instance count of the mapped netlist stands at around 3,300. The worst setup path is captured at a primary output. The mean area per synthesized cell stands at about 6.9 um^2.

The setup TNS stands at 0 ns. The count of flip-flops and latches stands at 0. Counting pins that exceed their max-slew limit in the final report gives 0. Looking at the critical path, the single cell with the biggest stage delay is sky130_fd_sc_hd__a211oi_1. The number of failing hold endpoints at the final stage stands at 0.

The pre-CTS setup check shows a worst slack of 29.68 ns. The detailed router placed approximately 24,000 vias in this run. The count of nets left with antenna violations once routing finished came out at 0. The filler cell count in the final layout stands at 5,764. Leaving out fill and tap cells, the most frequent cell in the layout is sky130_fd_sc_hd__ha_1. The chip area stands at 0.0569 mm^2. By startpoint and endpoint, the worst setup path is classified as in2out. The kind of cell with the highest combined delay along the critical path is AND-OR/OR-AND gates.

The chip width stands at roughly 240 um. According to the dpl log, the detail-placed design has an HPWL of around 56,000 um. The tool warning count for the run is 56. The layout summary lists the proportion of cells stronger than drive strength 1 as under 10%. The iteration count recorded for the first detailed-route pass is 5. The initial cell density of the core stands at just over 40%. For this run, the number of Yosys warnings is 1. The initial antenna violation count stands at 2.

In the routed layout, each cell is associated on average with a via count of 5.80. The delay of the slowest critical-path stage stands at approximately 0.80 ns. The number of antenna repair diodes stands at 0.

The timing report shows the most common cell along the critical path to be sky130_fd_sc_hd__ha_1. The finished layout reports a core utilization of between 40 and 50%.
logic make-up after synthesis:
group                      share of synthesized area (%)
and+or+nand+nor                                     24.6
AOI/OAI and AO/OA                                   33.5
adders and majority gates                           22.6
xor gates and xnor gates                            9.70
buffers and inverters                               4.32
muxes                                               5.22
other                                             0.0168
path summary, 6_finish.rpt:
check                  from        end  slack (ns)  cells past startpoint
worst max-delay path   S[1]  BR_s3[14]       29.14                    131
worst min-delay path  BR[9]   BR_s3[7]       45.46                      6
final cells by class:
class	count	area [um^2]	share of cell area [%]
Inverter	149	559	2.27
Multi-Input combinational cell	3082	21800	88.5
Tap cell	748	936	3.80
Timing Repair Buffer	150	1340	5.45
Yosys cell counts, types with 12 or more instances:
cell and instances:
sky130_fd_sc_hd__nand2b_1 51, sky130_fd_sc_hd__nand3b_1 12, sky130_fd_sc_hd__nor4_1 27, sky130_fd_sc_hd__o211ai_1 37, sky130_fd_sc_hd__xor2_1 89, sky130_fd_sc_hd__nand2_1 261, sky130_fd_sc_hd__nor2b_1 42, sky130_fd_sc_hd__and2_1 19
sky130_fd_sc_hd__a211oi_1 40, sky130_fd_sc_hd__and3_1 30, sky130_fd_sc_hd__nand4_1 38, sky130_fd_sc_hd__xnor2_1 159, sky130_fd_sc_hd__a31oi_1 42, sky130_fd_sc_hd__inv_1 147, sky130_fd_sc_hd__nor3_1 117, sky130_fd_sc_hd__or2_2 32
sky130_fd_sc_hd__a211o_1 16, sky130_fd_sc_hd__nor2_1 346, sky130_fd_sc_hd__nand3_1 67, sky130_fd_sc_hd__mux2_2 74, sky130_fd_sc_hd__a21boi_0 19, sky130_fd_sc_hd__o21ai_0 215, sky130_fd_sc_hd__o21bai_1 25, sky130_fd_sc_hd__mux2i_1 29
sky130_fd_sc_hd__clkbuf_1 81, sky130_fd_sc_hd__o31a_1 15, sky130_fd_sc_hd__o31ai_1 42, sky130_fd_sc_hd__a21o_1 127, sky130_fd_sc_hd__a21oi_1 273, sky130_fd_sc_hd__a31o_2 12, sky130_fd_sc_hd__and4_1 18, sky130_fd_sc_hd__ha_1 400
sky130_fd_sc_hd__or3_1 47, sky130_fd_sc_hd__a41oi_1 14, sky130_fd_sc_hd__o21a_1 108
metrics by stage:
stage | std cells | hold WS (ns)
global placement | 4129 | 45.46
detailed placement | 4129 | 45.45
floorplan | 3329 | 44.25
global route | 4129 | 45.55
CTS | 4129 | 45.46
finish | 4129 | 45.46
routing by layer:
layer,wire (um),up-vias,part of all wire (%),track usage [%]
li1,-,12500,-,-
met1,35100,10800,50,36.5
met2,31000,504,44,40.5
met3,3070,98,4.3,1.24
met4,1650,4,2.3,5.26
met5,25,-,0.035,0
